==> flow/config.mk <==
export PLATFORM = sky130hd
export DESIGN_NAME = BCDto7Seg
export DESIGN_NICKNAME = BCDto7Seg
export VERILOG_FILES = /design/flow/design.v
export SDC_FILE = /design/flow/constraint.sdc
export NUM_CORES = 4
export LEC_CHECK = 1
export CORE_UTILIZATION = 40
==> flow/constraint.sdc <==
current_design BCDto7Seg

set clk_period 6.6
set clk_io_pct 0.2

create_clock -name clk0 -period $clk_period [get_ports {Clk}]

set non_clock_inputs [all_inputs -no_clocks]
set_input_delay [expr $clk_period * $clk_io_pct] -clock clk0 $non_clock_inputs
set_output_delay [expr $clk_period * $clk_io_pct] -clock clk0 [all_outputs]
==> flow/design.v <==
`timescale 1ns / 1ps
module BCDto7Seg(
    input [7:0] Binary,
	 input Clk,
    output reg [6:0] SevenSegment,
	 output reg [3:0] Enable,
	 output reg [3:0] LEDs
    );
	 integer clkCount = 0;
	 integer onesOrTens = 0;
	 integer curDigit = 0;
	 always @(posedge Clk)
	 begin
		clkCount = clkCount + 1;
		if(clkCount >= 50000)
		begin
			if(onesOrTens == 0) onesOrTens = 1;
			else onesOrTens = 0;
			clkCount = 0;
		end
		if(onesOrTens == 0)
		begin
			curDigit = Binary % 10;
			Enable = 4'b1110;
		end
		else
		begin
			curDigit = Binary / 10;
			Enable = 4'b1101;
		end
		LEDs = Binary;
		case(curDigit)
			4'b0000:
			begin  
				SevenSegment = 7'b0000001;
			end
			4'b0001:
			begin  
				SevenSegment = 7'b1001111;
			end
			4'b0010:
			begin  
				SevenSegment = 7'b0010010;
			end
			4'b0011:
			begin  
				SevenSegment = 7'b0000110;
			end
			4'b0100:
			begin  
				SevenSegment = 7'b1001100;
			end
			4'b0101:
			begin  
				SevenSegment = 7'b0100100;
			end
			4'b0110:
			begin  
				SevenSegment = 7'b0100000;
			end
			4'b0111:
			begin  
				SevenSegment = 7'b0001111;
			end
			4'b1000:
			begin  
				SevenSegment = 7'b0000000;
			end
			4'b1001:
			begin  
				SevenSegment = 7'b0000100;
			end
			default:
			begin  
				SevenSegment = 7'b1111110;
			end
		endcase
	 end
endmodule
==> flow/run.sh <==
#!/bin/bash
# OpenROAD 26Q1-2900-gdf79404cd8, Yosys 0.63+post, stock flow scripts
make -C /OpenROAD-flow-scripts/flow DESIGN_CONFIG=/design/flow/config.mk WORK_HOME=/design/flow/orfs finish
==> qor.tcl <==
set qor(status) {complete, no violations}
set qor(finalCoreUtilization) 0.466
set qor(grt_start_max_net_pins) 59
set qor(die_area_sq_um) 11700
set qor(cp_max_fo) 13
set qor(placed_area_sq_um) 4810
set qor(synthTopLogicFamily) {simple AND/OR/NAND/NOR gates}
set qor(ys_sh_adder) 0.0327
set qor(hold_viol_final) 0
set qor(antenna_left) 0
set qor(portBuffers) 21
set qor(syn-instance-count) 549
set qor(yosys.stat.chipArea_sq_um) 4520
set qor(floorplan.rows) 38
set qor(ys.flops) 77
set qor(fp_util) 0.413
set qor(global_route_wire_length_before_repair_um) 17000
set qor(post_route_cells_drive_above_1_share) 0.0749
set qor(ctsHtreeMaxLevel) 3
set qor(cp-end-kind) {flop}
set qor(finalWeightedCongestion) 0.891
set qor(cts.repair_timing.setup_buffer_count) 0
set qor(worstPathArrival_ns) 6.17
set qor(timing.setup.tns_ns) 0
set qor(yosys_most_used_dff) {sky130_fd_sc_hd__dfxtp_1}
set qor(timing.critical_path.cells) {clkdlybuf4s50_1, nor2_1, inv_1, ha_1, nand2b_1, o21a_1, nor2_2, a32o_1, o32ai_2, nor2_1, xor2_1, ha_1, o211ai_1, o211ai_1, o41ai_1, nand2_1, o211ai_1, mux2i_1, a41o_1, o211ai_1}
set qor(critPathMostFrequentCell) {sky130_fd_sc_hd__o211ai_1}
set qor(max_freq_mhz) 167
set qor(detail_route.drc_violations) 0
set qor(finalSetupViolCount) 0
set qor(timing.hold.worst.start) {onesOrTens[28]}
set qor(yosysSeqAreaShare) 0.341
set qor(critPathRequiredTime_ns) 6.80
set qor(vdd_ir_drop_max_mv) 0.199
set qor(mean_syn_cell_area_sq_um) 8.23
set qor(globalRoute.totalOverflow) 0
set qor(route.layer.met1.wl_um) 5120
set qor(synth-async-reset-ratio) 0
set qor(post_synth_instance_area_sq_um) 4520
set qor(path_class) {in -> reg}
set qor(tritoncts.num_buffers) 9
set qor(clock_tree.root_cell) {sky130_fd_sc_hd__clkbuf_16}
set qor(cp.buffers_inverters) 2
set qor(synthDominantAreaCellType) {sky130_fd_sc_hd__dfxtp_1}
set qor(critPathSlowestCell) {sky130_fd_sc_hd__clkdlybuf4s50_1}
set qor(worstMarginPinSlew_ns) 0.830
set qor(dr.max_layer_used) {met4}
set qor(yosysUniqueCellTypes) 81
set qor(drt_iter0_markers) 301
set qor(synth-compound-area-share) 0.202
set qor(p_leak_uw) 0.00187
set qor(wire_per_inst_um) 14.1
set qor(rsz0062_at_grt) {false}
set qor(synth-warning-count) 1
set qor(hold_path_class) {reg -> reg}
set qor(cts_tree) {done}
set qor(route.detailed.vias_per_inst) 5.54
set qor(io-pin-count) 24
set qor(power-per-cell-area_nw_per_um2) 219
set qor(first_global_vias) 3566
set qor(met3_wirelength_um) 435
set qor(slew_violations) 0
set qor(route.final.wire_length_um) 9870
set qor(drv.max_cap_violation_count) 0
set qor(skew_ns) 0.00953
set qor(max_clock_buf_depth) 2
set qor(fraction_of_synthesized_cell_area_taken_by_the_top_area_cell_type) 0.341
set qor(die_w_um) 108
set qor(critPathLaunch) {Binary[6]}
set qor(final_design_area_no_fill_sq_um) 5100
set qor(timing.slew.headroom) 0.445
set qor(core-area_sq_um) 10900
set qor(enable_flop_cells) 0
set qor(cts.hold.buffers_added) 0
set qor(place_hpwl_um) 6790
set qor(detailedRoute.firstPassIterationCount) 5
set qor(simple_gate_share) 0.289
set qor(final_period_minus_worst_setup_slack_ns) 5.97
set qor(synth_stat.cells) 549
set qor(initial_antenna_violation_count) 0
set qor(ys_sh_xor) 0.0753
set qor(critPathMaxStageDelay_ns) 0.61
set qor(n_antenna_cell) 0
set qor(critical_path.top_delay_family) {AND-OR/OR-AND gates}
set qor(clock-sinks) 77
set qor(ctsResizeCount) 0
set qor(syn2layout_area_growth_pct) 12.8
set qor(post_synth_main_area_contributors) {sky130_fd_sc_hd__dfxtp_1 34%, sky130_fd_sc_hd__nor2b_1 5.1%, sky130_fd_sc_hd__nor2_1 4.9%, sky130_fd_sc_hd__xnor2_1 4.3%, sky130_fd_sc_hd__ha_1 3.0%}
set qor(track_usage) 0.183
set qor(route.vias.total) 3884
set qor(worstSkewPairLatency_ns) 0.34
set qor(die.size.y_um) 108
set qor(area_fraction_in_mux_cells) 0.0161
set qor(critical_register_to_register_path_startpoint) {clkCount[0]}
set qor(finalCritPeriodShare) 0.905
set qor(openroad.warnings) 33
set qor(worst_setup_hold_path_clk_slew_ns) 0.06
set qor(start_kind) {primary input}
set qor(wl_met2_um) 4210
==> path summary, 6_finish.rpt <==
check                          to  slack, ns  depth (start not counted)
setup / recovery  SevenSegment[6]       0.63                         20
hold / removal     onesOrTens[28]       0.47                          1
setup reg to reg  SevenSegment[2]       1.74                         17
hold reg to reg    onesOrTens[28]       0.47                          1
==> power breakdown <==
| group | internal, uW | switching [uW] | leakage (uW) |
|---|---|---|---|
| registers | 470 | 1.98 | 0.000623 |
| clock network | 269 | 200 | 0.000137 |
| logic | 71.9 | 104 | 0.00111 |
| total | 811 | 306 | 0.00187 |
==> layout make-up <==
cell class | instances | area, sq um
clock buffers | 11 | 243
clock inverters | 5 | 42.5
fillers | 1057 | 5840
inverters | 15 | 56.3
multi-input cells | 428 | 2800
flip-flops and latches | 77 | 1540
well taps | 140 | 175
repair buffers | 25 | 240
==> cells in the mapped netlist, types with 3 or more instances <==
master and number:
sky130_fd_sc_hd__a211oi_1 6, sky130_fd_sc_hd__dfxtp_1 77, sky130_fd_sc_hd__a31oi_1 10, sky130_fd_sc_hd__nor2b_1 37, sky130_fd_sc_hd__buf_1 3, sky130_fd_sc_hd__o22ai_1 4, sky130_fd_sc_hd__nand3_1 22, sky130_fd_sc_hd__xnor2_1 22
sky130_fd_sc_hd__inv_1 13, sky130_fd_sc_hd__o21ai_1 6, sky130_fd_sc_hd__and3_1 6, sky130_fd_sc_hd__and4_1 5, sky130_fd_sc_hd__o211ai_1 9, sky130_fd_sc_hd__or2_2 3, sky130_fd_sc_hd__nor3b_1 3, sky130_fd_sc_hd__nor4_1 15
sky130_fd_sc_hd__nor2_1 59, sky130_fd_sc_hd__mux2i_1 5, sky130_fd_sc_hd__nand2b_1 5, sky130_fd_sc_hd__o21ai_0 18, sky130_fd_sc_hd__nand4_1 14, sky130_fd_sc_hd__o21a_1 5, sky130_fd_sc_hd__ha_1 11, sky130_fd_sc_hd__xor2_1 15
sky130_fd_sc_hd__buf_2 9, sky130_fd_sc_hd__a21oi_1 24, sky130_fd_sc_hd__nand2_1 35, sky130_fd_sc_hd__nor3_1 18, sky130_fd_sc_hd__clkbuf_1 15, sky130_fd_sc_hd__and2_1 7, sky130_fd_sc_hd__or3_1 3
==> stage by stage <==
stage	power [uW]	worst slack (ns)	cells	hold WS [ns]
2_1_floorplan	611	1.50	550	0.438
3_3_place_gp	656	0.582	685	0.453
3_5_place_dp	656	0.383	685	0.457
4_1_cts	1130	0.727	701	0.469
5_1_grt	1170	0.261	701	0.475
6_report	1120	0.630	701	0.468
==> worst reg2reg max path, cell delays in order, from the launching register on <==
cell                        delay, ns
sky130_fd_sc_hd__dfxtp_1         0.40
sky130_fd_sc_hd__ha_1            0.41
sky130_fd_sc_hd__nand4_1         0.34
sky130_fd_sc_hd__nor3_2          0.39
sky130_fd_sc_hd__o21ai_0         0.15
sky130_fd_sc_hd__a2111oi_1       0.65
sky130_fd_sc_hd__a41oi_4         0.16
sky130_fd_sc_hd__buf_4           0.34
sky130_fd_sc_hd__xnor2_2         0.39
sky130_fd_sc_hd__inv_2           0.23
sky130_fd_sc_hd__nor2_1          0.17
sky130_fd_sc_hd__a31o_1          0.21
sky130_fd_sc_hd__inv_2           0.09
sky130_fd_sc_hd__ha_1            0.22
sky130_fd_sc_hd__nor2b_1         0.14
sky130_fd_sc_hd__a31oi_1         0.15
sky130_fd_sc_hd__o22ai_1         0.09
sky130_fd_sc_hd__o311ai_1        0.27
==> flip-flops by register name (all words and copies together) (netlist names) <==
register / count
SevenSegment: 7
Enable: 2
onesOrTens: 32
clkCount: 32
LEDs: 4
==> routing by layer <==
metal,vias up,track usage
li1,2008,-
met1,1787,0.289
met2,79,0.268
met3,10,0.0399
met4,0,0.0232
met5,-,0
==> cell families after synthesis <==
logic type / after synthesis
XOR/XNOR: 38
AND/OR/NAND/NOR: 245
adder cells (fa/ha/maj): 12
AND-OR/OR-AND: 124
flip-flops: 77
multiplexers: 7
other: 1
buffers and inverters: 45
==> cells in the final DEF (no fill, tap or decap), types with 9 or more instances in the layout <==
master and n:
sky130_fd_sc_hd__nor2_1 59, sky130_fd_sc_hd__a21oi_1 24, sky130_fd_sc_hd__a31oi_1 10, sky130_fd_sc_hd__inv_1 13, sky130_fd_sc_hd__o21ai_0 18, sky130_fd_sc_hd__clkbuf_16 9, sky130_fd_sc_hd__xor2_1 15, sky130_fd_sc_hd__nand3_1 22
sky130_fd_sc_hd__nor2b_1 37, sky130_fd_sc_hd__xnor2_1 22, sky130_fd_sc_hd__dfxtp_1 77, sky130_fd_sc_hd__clkdlybuf4s50_1 21, sky130_fd_sc_hd__nor4_1 15, sky130_fd_sc_hd__nand2_1 35, sky130_fd_sc_hd__o211ai_1 9, sky130_fd_sc_hd__nand4_1 14
sky130_fd_sc_hd__nor3_1 18, sky130_fd_sc_hd__ha_1 11
Power is estimated from default activity; no workload was simulated.
